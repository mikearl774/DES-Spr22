$ cat /design/flow/config.mk
export PLATFORM = sky130hd
export DESIGN_NAME = mux41
export DESIGN_NICKNAME = mux41
export VERILOG_FILES = /design/flow/design.v
export SDC_FILE = /design/flow/constraint.sdc
export NUM_CORES = 4
export LEC_CHECK = 1
export CORE_AREA = 10 10 70 70
export DIE_AREA = 0 0 80 80
$ cat /design/flow/design.v
`timescale 1ns / 1ps
module top_demo
(
  input  logic [7:0] sw,
  input  logic [3:0] btn,
  input  logic       sysclk_125mhz,
  input  logic       rst,
  output logic [7:0] led,
  output logic sseg_ca,
  output logic sseg_cb,
  output logic sseg_cc,
  output logic sseg_cd,
  output logic sseg_ce,
  output logic sseg_cf,
  output logic sseg_cg,
  output logic sseg_dp,
  output logic [3:0] sseg_an
);
  logic [16:0] CURRENT_COUNT;
  logic [16:0] NEXT_COUNT;
  logic        smol_clk;
  logic 	     Start;
  logic [63:0] Key;
  logic [55:0] count;
  logic [15:0] out;
    top dut_1 (smol_clk, sw[3], sw[2], 64'h2c2f4516bcea4a32, 64'hef24fa5b5653c78e, count, Key, led[1]);
  segment_driver driver(
  .clk(smol_clk),
  .rst(btn[3]),
  .digit0(out[3:0]),
  .digit1(out[7:4]),
  .digit2(out[11:8]),
  .digit3(out[15:12]),
  .decimals({1'b0, btn[2:0]}),
  .segment_cathodes({sseg_dp, sseg_cg, sseg_cf, sseg_ce, sseg_cd, sseg_cc, sseg_cb, sseg_ca}),
  .digit_anodes(sseg_an)
  );
  always@(posedge sysclk_125mhz)
  begin
    if(btn[3])
      CURRENT_COUNT = 17'h00000;
    else
      CURRENT_COUNT = NEXT_COUNT;
  end
  assign NEXT_COUNT = CURRENT_COUNT == 17'd100000 ? 17'h00000 : CURRENT_COUNT + 1;
  assign smol_clk = CURRENT_COUNT == 17'd100000 ? 1'b1 : 1'b0;
   mux41 mux (Key, sw[1:0], out);
endmodule
module mux41 (input logic [63:0] key,
              input logic [1:0] sel,
              output logic [15:0] out);
  always @ (*)
  begin
  case (sel)
  2'b00 : out <= key[63:48];
  2'b01 : out <= key[47:32];
  2'b10 : out <= key[31:16];
  2'b11 : out <= key[15:0];
  default : out <= 16'h0000;
  endcase
  end
  endmodule
$ cat /design/flow/constraint.sdc
current_design mux41

set clk_period 1.0
set clk_io_pct 0.2

create_clock -name clk0 -period $clk_period

set non_clock_inputs [all_inputs -no_clocks]
set_input_delay [expr $clk_period * $clk_io_pct] -clock clk0 $non_clock_inputs
set_output_delay [expr $clk_period * $clk_io_pct] -clock clk0 [all_outputs]
$ cat /design/flow/run.sh
#!/bin/bash
# OpenROAD 26Q1-2900-gdf79404cd8, Yosys 0.63+post, stock flow scripts
make -C /OpenROAD-flow-scripts/flow DESIGN_CONFIG=/design/flow/config.mk WORK_HOME=/design/flow/orfs finish
==> impl_metrics.csv <==
group,metric,value,unit
outcome,status,"complete, but fails checks",
outcome,violations,"setup timing",
layout,layout-drive-gt1-share,0.379,
yosys,yosysTopAreaCellShare,0.531,
run,tool_warnings,35,
drt,wl_per_cell,18.8,um
die,rows,21,
global_routing,grt_max_degree,9,
final_timing,finalSetupViolCount,16,
power_and_ir_drop,totalPowerFinal,421,uW
final_timing,min_period,1260,ps
die,dieArea,0.00640,mm2
yosys,ys_area,424,um2
placed_design,io_buffers,82,
die,core_area,0.00342,mm2
power_and_ir_drop,power.density,354,mW/mm2
yosys,synth_warnings,1,
layout,seq_area,0,um2
yosys,synthDistinctLibCells,5,
yosys,yosysCellCount,20,
die,die_h,80,um
drt,num_antenna_cells,0,
layout,post-route-util,0.349,
critical_path,cp.arrival,1060,ps
yosys,syn_inst,20,
final_timing,slew_headroom,0.935,
drt,drt-pass1-iter-count,2,
critical_path,worstSetupPathType,"input pin to output pin",
final_timing,worst_pin_slew,97.7,ps
final_timing,fin_worst_hold_slack,883,ps
final_timing,slew_violations,0,
cts,hold_buffers,0,
drt,dr_total_vias,602,
yosys,synthTopCellsByArea,"mux4_2 (53%), mux4_1 (37%), buf_12 (4.7%)",
yosys,synth_seq_share,0,
cts,post_cts_buffers,0,
die,boundaryPins,82,
yosys,top_cells_by_count,"mux4_2 (10), mux4_1 (6), buf_2 (2)",
global_routing,grt_pass1_wl,4300,um
drt,final_antenna_net_count,0,
drt,totalWireLength,2800,um
min_path,hp-class,"input pin to output pin",
power_and_ir_drop,total_leakage_power,0.000571,uW
final_timing,rsz0062_at_grt,"true",
power_and_ir_drop,ir_drop,142,uV
min_path,holdPathStages,3,
layout,syn_to_final_growth,181,%
die,fp.dieW,80,um
critical_path,crit_fanout,8,
drt,via_per_inst,4.04,
layout,seq_cell_count,0,
layout,final-instance-count-excl-fill,149,
yosys,top_area_cell,"mux4_2",
global_routing,antenna_found_initial,0,
global_routing,track_usage,0.0848,
layout,nClkBuffers,0,
final_timing,fin_ws,-263,ps
global_routing,grt_pass1_vias,802,
final_timing,finalCritPeriodShare,1.26,
critical_path,endpoint_kind,"output pin",
placed_design,placed_cells,147,
yosys,synth.most_common_cell,"mux4_2",
final_timing,clock.fmax,791,MHz
die,fp-utilization,0.124,
yosys,syn_area,424,um2
drt,drt_iter0_drc,2,
placed_design,place.gp.congestion,0.806,
run,cap_violations,0,
critical_path,required,800,ps
layout,n_fill_cell,380,
global_routing,overflow,0,
drt,drc,0,
final_timing,hold_viol_final,0,
yosys,syn_area_per_cell,21.2,um2
critical_path,worst_setup_path_start_kind,"input pin",
## placed cells by master, fill, tap and decap left out, drive strengths merged
master        n
dlygate4sd2  64
buf          22
mux4         16
bufbuf        1
## worst paths after layout
| kind | endpoint | slack [ps] | startpoint |
|---|---|---|---|
| hold / removal | out[13] | 880 | key[29] |
| setup / recovery | out[7] | -260 | sel[0] |
## layout make-up
type	instances	area, um2	area share
Multi-Input combinational cell	16	360	0.303
Tap cell	46	57.6	0.0483
Timing Repair Buffer	87	773	0.649
## metrics by stage
step,setup slack [ps],area (um2),setup TNS (ps)
floorplan,-88.0,433,-880
CTS,-278,1190,-3990
detailed placement,-1100,1310,-16830
finish,-263,1190,-3790
global route,-300,1190,-4420
global placement,-1090,1310,-16840
## metal layers
metal,share of wire,vias up,GRT usage
li1,-,272,-
met1,0.40,267,0.0956
met2,0.42,63,0.136
met3,0.18,0,0.0602
met4,0,0,0
met5,0,-,0
## logic make-up after synthesis
| logic type | Yosys count | synth area share |
|---|---|---|
| buffers and inverters | 4 | 0.0973 |
| muxes | 16 | 0.903 |
## report_power, final
part           switching (uW)  internal, uW
clock network               0             0
logic                     101           320
registers                   0             0
## what timing repair did
action                                  4_1_cts  5_1_grt
pin swaps                                     0        0
endpoints found under the setup margin       16       16
resized                                     132        0
gates cloned                                  2        0
## critical path: stages
cell,delay [ps]
buf_12,90
buf_12,130
mux4_2,510
buf_2,130
Power and IR drop assume default switching activity.
